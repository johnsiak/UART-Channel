==> flow/design.v <==
`timescale 1ns / 1ps
module LEDdecoder(char, LED);
	input [3:0] char;  
	output [6:0] LED;  
	reg [6:0] LED;
	always@(char)
	begin
		case(char)
			4'b0000:LED = 7'b0000001;	 
			4'b0001:LED = 7'b1001111;	 
			4'b0010:LED = 7'b0010010;	 
          	4'b0011:LED = 7'b0000110;	 
       	   	4'b0100:LED = 7'b1001100;	 
          	4'b0101:LED = 7'b0100100;	 
          	4'b0110:LED = 7'b0100000;	 
          	4'b0111:LED = 7'b0001111;	 
          	4'b1000:LED = 7'b0000000;	 
          	4'b1001:LED = 7'b0000100;	 
          	4'b1011:LED = 7'b1111110;	 
          	4'b1100:LED = 7'b0111000;	 
          	default:LED = 7'b1111111;	 
		endcase
	end
endmodule
module FourDigitLEDdriver(reset, clk, character, an3, an2,
 an1, an0, a, b, c, d, e, f, g, state_clk, counter);
input clk, reset;
input [3:0] character; 
output an3, an2, an1, an0;  
output a, b, c, d, e, f, g;	 
output state_clk;  
output [3:0] counter;  
reg state_clk;
reg a,b,c,d,e,f,g,dp;
reg an0,an1,an2,an3;
wire [6:0] LED;
reg [3:0] char;  
reg [3:0] counter;  
reg [3:0] state_counter;  
initial begin
	a = 1; b = 1; c = 1; d = 1; e = 1; f = 1; g = 1; dp = 1;
	char = 4'b1111;	
end
always@(posedge state_clk or posedge reset)
begin
	if (reset)
	begin
		counter = 4'b0001; 
	end
	else
	begin
    	if (counter == 4'b0000)
		begin
			counter = 4'b1111;
		end
		else
		begin
			counter = counter - 1;
		end
	end
end
always@(posedge state_clk or posedge reset)
begin
	if (reset)
	begin
		an3 = 1;
		an2 = 1;
		an1 = 1;
		an0 = 1;
	end
 	else if (counter == 4'b1110)
	begin
		an3 = 0;
		an2 = 1;
		an1 = 1;
		an0 = 1;
	end
  	else if (counter == 4'b1010)
	begin
		an3 = 1;
		an2 = 0;
		an1 = 1;
		an0 = 1;
	end
  	else if (counter == 4'b0110)
	begin
		an3 = 1;
		an2 = 1;
		an1 = 0;
		an0 = 1;
	end
  	else if (counter == 4'b0010)
	begin
		an3 = 1;
		an2 = 1;
		an1 = 1;
		an0 = 0;
	end
	else
	begin
		an3 = 1;
		an2 = 1;
		an1 = 1;
		an0 = 1;
	end
end
LEDdecoder LEDdecoderINSTANCE (.char(char),.LED(LED));
always@(posedge state_clk or posedge reset)
begin
	if (reset)
		begin
			char = 4'b1111;  
		end
	else if (counter == 4'b0000 || counter == 4'b0100 || counter == 4'b1000 || counter == 4'b1100)
		begin
			char = character;  
		end
	else if (counter == 4'b0010 || counter == 4'b0110 || counter == 4'b1010 || counter == 4'b1110)
		begin
			a = LED[6]; b = LED[5]; c = LED[4]; d = LED[3]; e = LED[2]; f = LED[1]; g = LED[0]; dp = 1;
		end
end
always@(posedge clk or posedge reset)
begin
	if (reset)
	begin
		state_counter = 4'b0000;
		state_clk = 0;
	end
	else if (state_counter == 4'b1111)
	begin
		state_counter = 4'b0000;
		state_clk = 1;
	end
	else
	begin
		state_counter = state_counter + 1;
		state_clk = 0;
	end
end
endmodule
==> flow/run.sh <==
#!/bin/bash
# OpenROAD 26Q1-2900-gdf79404cd8, Yosys 0.63+post, stock flow scripts
make -C /OpenROAD-flow-scripts/flow DESIGN_CONFIG=/design/flow/config.mk WORK_HOME=/design/flow/orfs finish
==> flow/config.mk <==
export PLATFORM = sky130hd
export DESIGN_NAME = FourDigitLEDdriver
export DESIGN_NICKNAME = FourDigitLEDdriver
export VERILOG_FILES = /design/flow/design.v
export SDC_FILE = /design/flow/constraint.sdc
export NUM_CORES = 4
export LEC_CHECK = 1
export CORE_AREA = 10 10 97 97
export DIE_AREA = 0 0 107 107
==> flow/constraint.sdc <==
current_design FourDigitLEDdriver

set clk_period 1.6
set clk_io_pct 0.2

create_clock -name clk0 -period $clk_period [get_ports {clk}]

set non_clock_inputs [all_inputs -no_clocks]
set_input_delay [expr $clk_period * $clk_io_pct] -clock clk0 $non_clock_inputs
set_output_delay [expr $clk_period * $clk_io_pct] -clock clk0 [all_outputs]
==> reports/results.tsv <==
metric	value	unit
type of the worst min-delay path	in -> async	
Pwr Density	262	nW/um^2
Die H	107	um
Mapped Avg Cell Area	12.3	um^2
fraction of layout instances using a drive strength above 1	15.9	%
instance count on the critical path	1	
Final setup viols	0	
internal power consumption	0.315	mW
number of global-route vias before repair	624	
aoi/oai-family share of the synthesized area	10.3	%
dominant kind of combinational cell	AND-OR/OR-AND gates	
via count	689	
standard cell with the maximum stage delay on the critical path	sky130_fd_sc_hd__clkdlybuf4s50_1	
cell chain of the critical path	clkdlybuf4s50_1	
Final Max Tran Viols	0	
core footprint	7290	um^2
Switching Power	0.0689	mW
Init Core Util	14.8	%
root buffer cell	sky130_fd_sc_hd__clkbuf_8	
sequential area share after synthesis	59.8	%
stage delay of the slowest cell on the critical path	0.46	ns
number of setup buffers added after CTS	0	
Final ANT Viol Nets	0	
GRT overflow	0	
run status	complete, no violations	
nature of the critical path startpoint	flip-flop	
count of unclocked register or latch pins	19	
GRT Overall Usage	3.40	%
maxcap violations	0	
Ant. Diodes	0	
Logic cell area	379	um^2
sequential standard cell area	647	um^2
post-layout period usage	82.9	%
DRC errors left	0	
Max rail drop VDD	0.322	mV
die width	107	um
final count of hold timing violations	0	
Routed WL per cell	9.85	um
adder-cell share of the synthesized area	9.26	%
RePlAce Congestion	0.787	
number of filler cells placed in the layout	810	
total die size	11400	um^2
yosys stat chip area	1080	um^2
maximum clock path buffer count	2	
maximum number of pins on one net before global-route repair	20	
sequential group share of total power	33.8	%
total leakage power	0.602	nW
Max H-tree Level	1	
Clock Power Share	58.9	%
number of flip-flops and latches in the synthesized netlist	24	
Sw Ratio	17.9	%
DP Wirelength	1680	um
cell count after synthesis	88	
Post-CTS Hold Fix Bufs	0	
endpoint kind of the worst setup timing path	output port	
share of the synthesized netlist area taken by xor and xnor gates	1.62	%
number of cells on the worst reg-to-reg path	3	
Placed Area	1420	um^2
number of port buffers	21	
Critical Path RT	1.28	ns
clock tree from TritonCTS	built	
setup repair after global routing missed its margin	no	
clock insertion delay at the later pin of the skew report	0.22	ns
detailed-router iteration count before antenna repair	4	
critical path peak fanout	2	
post-placement worst setup slack	0.485	ns
slew at the pin closest to its max-slew limit	0.378	ns
final total negative setup slack	0	ns
cell family with most CP delay	buffers and inverters	
number of warnings issued by yosys	2	
Placed Cells	208	
row cnt	31	
count of endpoints without a timing constraint	41	
number of top-level pins	22	
Final Routed Wirelength	2090	um
Distinct lib cells used	25	
global-route wire length before repair	3170	um
most frequent standard cell in the layout excluding fill and tap cells	sky130_fd_sc_hd__clkdlybuf4s50_1	
reg2reg setup slack	0.59	ns
Resized Gates After CTS	0	
initial antenna violation count	0	
maximum frequency from static timing analysis	754	MHz
worst slew margin relative to its limit	74.8	%
worst setup slack after layout	0.274	ns
post-route total power	0.384	mW
mux contribution to synthesized area	6.83	%
final worst path period need	1.33	ns
cell area after layout	1470	um^2
count of tool warnings	30	
growth of design area from synthesis to finish	35.5	%
most instantiated logic cells after routing	21 x sky130_fd_sc_hd__clkdlybuf4s50_1, 9 x sky130_fd_sc_hd__inv_1, 9 x sky130_fd_sc_hd__dfstp_2	
first-iteration detailed-routing DRC count	10	
Setup Skew	0.000149	ns
Data arrival, critical path	1.01	ns
cell area after technology mapping	1080	um^2
average vias per placed instance	3.25	
basic-gate share of the synthesized area counting and, or, nand and nor cells	7.06	%
clock-pin slew reported for the worst setup and hold paths after clock tree synthesis	0.03	ns
number of buffer and inverter instances along the worst setup path	1	
Final Non-Filler Cells	212	
Yosys Instances	88	
Comb power frac	7.3	%
crit path kind	reg -> out	
total CTS buffers	3	
worst register-to-register path, cell delays in order, from the launching register on:
cell and delay [ns]:
sky130_fd_sc_hd__dfrtp_1 0.40, sky130_fd_sc_hd__ha_1 0.25, sky130_fd_sc_hd__and3_1 0.21, sky130_fd_sc_hd__nor2_1 0.08
power by group through the flow:
stage     sequential (mW)  combinational, mW  clock [mW]
4_1_cts             0.130             0.0298       0.233
5_1_grt             0.130             0.0314       0.240
6_report            0.130             0.0282       0.226
layout make-up:
type | count | area share [%]
repair buffers | 24 | 15.9
flip-flops and latches | 24 | 44.2
multi-input cells | 51 | 25.9
inverters | 10 | 2.56
clock buffers | 4 | 3.07
well taps | 99 | 8.45
stage by stage:
| step | util (%) | hold WS (ns) |
|---|---|---|
| after floorplan | - | 0.240 |
| after global placement | 19.5 | 0.462 |
| after detailed placement | 19.5 | 0.471 |
| after CTS | 20.1 | 0.398 |
| after global routing | 20.1 | 0.425 |
| final | 20.1 | 0.386 |
metal layers:
metal / GRT usage (%) / wire, um / vias to the layer above
met5: 0 / 0 / -
li1: - / - / 350
met2: 4.83 / 846 / 18
met4: 0.774 / 47 / 0
met3: 1.52 / 199 / 2
met1: 4.66 / 995 / 319
logic make-up (layout without fill, tap and decap cells):
family | count (synthesis) | in the layout
AOI/OAI and AO/OA | 19 | 19
xor gates and xnor gates | 2 | 2
adders and majority gates | 8 | 8
buffers and inverters | 13 | 38
DFF | 24 | 24
muxes | 6 | 6
and+or+nand+nor | 16 | 16
flip-flops by register name, indices dropped and copies added (netlist names):
name,flops
an1,1
g,1
state_clk,1
f,1
char,4
counter,4
an2,1
a,1
b,1
an0,1
d,1
e,1
state_counter,4
an3,1
c,1
path summary, 6_finish.rpt:
path / startpoint / to
max in group asynchronous: reset / state_counter[1]$_DFF_PP0_
hold reg to reg: state_counter[3]$_DFF_PP0_ / state_counter[3]$_DFF_PP0_
setup / recovery: state_clk$_DFF_PP0_ / state_clk
setup reg to reg: state_counter[0]$_DFF_PP0_ / state_counter[0]$_DFF_PP0_
min in group clk0: state_counter[3]$_DFF_PP0_ / state_counter[3]$_DFF_PP0_
hold / removal: reset / state_clk$_DFF_PP0_
cells in the mapped netlist, drive strengths merged:
cell type	instances	area [um^2]
a211oi	2	15.0
a21o	1	7.51
a21oi	7	35.0
a41oi	1	8.76
and3	1	6.26
buf	3	17.5
dfrtp	8	200
dfstp	9	236
edfxtp	7	210
ha	8	100
inv	10	37.5
mux2	1	11.3
mux2i	4	40.0
mux4	1	22.5
nand2	6	22.5
nand3	2	10.0
nand3b	2	15.0
nor2	4	15.0
nor3b	1	7.51
o21ai	6	30.0
o21bai	1	7.51
o31ai	1	7.51
xor2	2	17.5
Power is estimated from default activity; no workload was simulated.
